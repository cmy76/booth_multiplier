[design/flow/design.v]
`timescale 1ns / 1ps
module booth(
    input[2:0]          mult_1,
    input[7:0]         mult_2,
    input[15:0]         mult_pre,
    input               clk,
    input               rst_n,
    input               en,
    output reg          rdy,
    output reg[15:0]    mult_next
);
	wire[7:0]	bmul_2;
	assign bmul_2 = (~mult_2 + 1'b1);
always @(posedge clk or negedge rst_n) begin
    if(~rst_n) begin
        mult_next <= 0;
        rdy <= 0;
    end
    else if(en) begin
        rdy <= 1;
        case({mult_1[2], mult_1[1], mult_1[0]})
        	3'b000:begin
        		mult_next <=  mult_pre;
        	end
        	3'b001:begin
        		mult_next <=  mult_pre + ({{8{mult_2[7]}},mult_2});
        	end
        	3'b010:begin
        		mult_next <=  mult_pre + ({{8{mult_2[7]}},mult_2});
        	end
        	3'b011:begin
        		mult_next <=  mult_pre + ({{8{mult_2[7]}},mult_2} << 1);
        	end
        	3'b100:begin
        		mult_next <=  mult_pre + ({{8{bmul_2[7]}},bmul_2} << 1'b1);
        	end
        	3'b101:begin
        		mult_next <=  mult_pre + ({{8{bmul_2[7]}},bmul_2});
        	end   
        	3'b110:begin
        		mult_next <=  mult_pre + ({{8{bmul_2[7]}},bmul_2});
        	end
        	3'b111:begin
        		mult_next <=  mult_pre;
        	end
        endcase
    end
    else begin
        mult_next <= 0;
        rdy <= 0;
    end
end
endmodule
`timescale 1ns / 1ps
module booth_top(
	input           clk,
    input           rst_n,
    input           en,
    input[7:0]      mult_1,
    input[7:0]      mult_2,
    output[15:0]    result,
    output			result_rdy
    );
    wire[3:0]       rdy;
    wire[15:0]      product[3:0];
	wire[15:0]			mult_long;
	assign mult_long =	{{8{1'b0}},mult_2};
	booth uut0 (
    	.mult_1({mult_1[1:0],1'b0}),
    	.mult_2(mult_2),
    	.mult_pre(0),
    	.clk(clk),
    	.rst_n(rst_n),
    	.en(en),
    	.rdy(rdy[0]),
    	.mult_next(product[0])
	);
	booth uut1 (
    	.mult_1({mult_1[3:1]}),
    	.mult_2(mult_2),
    	.mult_pre(0),
    	.clk(clk),
    	.rst_n(rst_n),
    	.en(en),
    	.rdy(rdy[1]),
    	.mult_next(product[1])
	);
	booth uut2 (
    	.mult_1({mult_1[5:3]}),
    	.mult_2(mult_2),
    	.mult_pre(0),
    	.clk(clk),
    	.rst_n(rst_n),
    	.en(en),
    	.rdy(rdy[2]),
    	.mult_next(product[2])
	);
	booth uut3 (
    	.mult_1({mult_1[7:5]}),
    	.mult_2(mult_2),
    	.mult_pre(0),
    	.clk(clk),
    	.rst_n(rst_n),
    	.en(en),
    	.rdy(rdy[3]),
    	.mult_next(product[3])
	);
	assign result = (product[3] << 6) + (product[2] << 4) + (product[1] << 2) + product[0];
	assign result_rdy = rdy[3];
endmodule
[design/flow/config.mk]
export PLATFORM = sky130hd
export DESIGN_NAME = booth_top
export DESIGN_NICKNAME = booth_top
export VERILOG_FILES = /design/flow/design.v
export SDC_FILE = /design/flow/constraint.sdc
export NUM_CORES = 4
export LEC_CHECK = 1
export CORE_UTILIZATION = 40
[design/flow/run.sh]
#!/bin/bash
# OpenROAD 26Q1-2900-gdf79404cd8, Yosys 0.63+post, stock flow scripts
make -C /OpenROAD-flow-scripts/flow DESIGN_CONFIG=/design/flow/config.mk WORK_HOME=/design/flow/orfs finish
[design/flow/constraint.sdc]
current_design booth_top

set clk_period 5.1
set clk_io_pct 0.2

create_clock -name clk0 -period $clk_period [get_ports {clk}]

set non_clock_inputs [all_inputs -no_clocks]
set_input_delay [expr $clk_period * $clk_io_pct] -clock clk0 $non_clock_inputs
set_output_delay [expr $clk_period * $clk_io_pct] -clock clk0 [all_outputs]
==> results.txt <==
The layout was made with Yosys and OpenROAD.

The flow ran to the end, and the final reports show no timing, DRC or antenna violations. The total negative slack for setup checks is 0 ps. The number of design-rule violations left by the first detailed-router iteration is ~230.

Derived from the worst setup path, the maximum achievable clock frequency is around 210 MHz. The global placer's final weighted congestion is roughly 0.95. The synthesis report names the predominant flop master as sky130_fd_sc_hd__dfrtp_1. The final critical-path share of the clock period is 0.924. The CTS buffer count is 5. The final design instance area without fill is 0.00401 mm². Yosys reports that the most numerous cell types are sky130_fd_sc_hd__inv_1, sky130_fd_sc_hd__dfrtp_1, sky130_fd_sc_hd__nor2_1.

The path type of the worst min-delay path is in2async. The standard-cell row count is 33. The power after layout is 1.01 mW. The power report attributes to the sequential group a share of 0.319. Setup repair after global routing left no endpoint under its margin. The placeable core region is ~0.0084 mm². The count of final max-slew check failures is 0. The count of yosys warnings during synthesis is 2. The area of the mapped netlist is around 0.0035 mm². The worst setup path is of the reg2out kind. The area occupied by registers is around 930 µm². Summed over all nets, the half-perimeter wirelength after detailed placement is roughly 6.2 mm. The startpoint type of the worst setup path is a flop.

The I/O pin count is 36. The adder-cell share of the synthesized area is 0.180. The chip area line of the yosys report is 0.00352 mm².

The clock root buffer is sky130_fd_sc_hd__clkbuf_8. The global-route congestion overflow total is 0. The starting density of the core is 0.421. TritonCTS built the clock tree. The initial antenna violation count came to 0.

The internal power component is 0.657 mW. The number of library cell types mapped by synthesis is roughly 57. After synthesis, the mean cell area works out to slightly above 8 µm². Per the placement report, the placed cell count is about 540. The wire length recorded after detailed routing is about 8.4 mm.

The time the worst path needs with I/O delays and setup is around 4700 ps. In this run the VDD rail shows a maximum IR drop of ~85 µV. The number of buffers on the longest clock path is 2.

After clock tree synthesis, the flow added hold-fix buffers numbering 0. In this run, the synthesized area fraction spent on xor and xnor cells is recorded as 0.0572. The clock share of power is 0.195. The actual transition at the worst max-transition pin is about 860 ps. Antenna repair during routing inserted a diode count of 0. The area share of the leading cell type in the synthesized netlist is 0.263. The placed instances occupy a cell area of 0.00392 mm². The detailed-route DRC error count is 0. The die area is 0.00919 mm².

The biggest fanout along the worst timing path is 5. The sequential fraction of the synthesis area is 0.263. By area the synthesized netlist is led by sky130_fd_sc_hd__dfrtp_1, sky130_fd_sc_hd__fa_1, sky130_fd_sc_hd__ha_1.

The number of buffers added for setup after CTS is 0. Per the post-CTS timing run, clock transition at the registers of the reported paths is roughly 70 ps. The vias after detailed routing is about 3000. The synthesized instance count is about 420.

The report lists the number of cells resized after CTS as 0. The number of buffer cells added on primary ports is 35. The logic area is approximately 0.0023 mm². Of all cell types, the one taking the most synthesized area is sky130_fd_sc_hd__dfrtp_1. The data required time of the worst path is between 4000 and 5000 ps. The post-synthesis register bit count is 37. The first global-routing pass estimated 13.9 mm of wire. For this run, the total global-route usage over all layers was measured as 0.202. Of the total synthesized cell area, the portion taken by AND-OR and OR-AND cells is 0.250. The worst max-slew margin expressed relative to the limit is 0.424.

The logic gate share of total power is 0.486. At the worst endpoint, the arrival time is approximately 3700 ps. The async set-reset flop share out of synthesis is 1.00. Across all stage logs, warnings added up to 25. Counting endpoints that fail hold in the final report gives 0. The script logs the ratio of routed vias to standard cells as 5.48. The y dimension of the die is ~96 µm. The share of total power consumed by net switching is 0.346. The max-capacitance violation count is 0. The total iterations of the first detailed-routing run is 4. The post-detailed-route count of antenna-violating nets is 0. The number of global-route vias before repair is between 2000 and 3000.

The horizontal die dimension reported for this design is between 90 and 100 µm. Yosys reports the multiplexer fraction of the synthesized area as 0.00568. In the final layout, the share of cells above drive strength 1 is 0.0499.

The switching component of the power was reported as ~0.35 mW. For this design the ratio of total power to cell area is 251 mW/mm². The count of fill cells added during filler insertion is 822. The most frequent cell after synthesis is sky130_fd_sc_hd__inv_1. Relative to the synthesized area, the layout overhead comes to 13.6%. The number of sinks on the clock net is 37. The number of H-tree levels is 2. The count of flip-flops with a built-in enable after synthesis is 0. Per the detail_route report, routed wire per instance is 15.4 µm. The worst setup path is captured at an output port. The dominant non-sequential cell family after synthesis is AND-OR/OR-AND gates.

The static power due to leakage is ~1.8 nW. For this run, the final setup violation count is recorded as 0. The number of non-filler instances in the completed layout is 546.

In the Yosys report the total cell count is 424. The share of synthesized cell area in and, or, nand and nor gates is 0.150. Entering global routing, the biggest net connects 38 pins.
## critical path: stages, from the launching register on
cell                              delay, ps
sky130_fd_sc_hd__dfrtp_1                400
sky130_fd_sc_hd__inv_1                  220
sky130_fd_sc_hd__fa_1                   460
sky130_fd_sc_hd__fa_1                   510
sky130_fd_sc_hd__inv_1                   40
sky130_fd_sc_hd__ha_1                   350
sky130_fd_sc_hd__a21oi_1                250
sky130_fd_sc_hd__o21ai_0                150
sky130_fd_sc_hd__o41ai_1                260
sky130_fd_sc_hd__o41ai_1                140
sky130_fd_sc_hd__xnor2_1                160
sky130_fd_sc_hd__clkdlybuf4s50_1        470
## final cells by class
type,count,share of cell area
Clock buffer,5,0.0172
Clock inverter,3,0.00437
Inverter,54,0.0506
Multi-Input combinational cell,301,0.565
Sequential cell,37,0.231
Tap cell,105,0.0328
Timing Repair Buffer,41,0.0987
## through the flow
stage	hold slack, ps	setup slack [ps]	util
floorplan	724	1300	-
global placement	1460	739	0.468
detailed placement	1460	664	0.468
CTS	1140	350	0.478
global route	1170	120	0.478
finish	1130	389	0.478
## final timing paths
path | from | endpoint | slack [ps]
max | uut0.mult_next[14] | result[15] | 390
max in group asynchronous | rst_n | uut3.mult_next[8] | 3660
min | rst_n | uut0.mult_next[1] | 1130
min in group clk0 | en | uut3.rdy | 1420
## sequential cells by signal, summed over array words and instances (netlist names)
name            cells
uut0.mult_next      9
uut1.mult_next      9
uut2.mult_next      9
uut3.mult_next      9
uut3.rdy            1
## placed cells by master (no fill, tap or decap), types with 5 or more instances in the layout
master                            Yosys  routed
sky130_fd_sc_hd__xnor2_1             12      12
sky130_fd_sc_hd__fa_1                19      19
sky130_fd_sc_hd__o221ai_1             8       8
sky130_fd_sc_hd__a22oi_1              8       8
sky130_fd_sc_hd__a211oi_1             6       6
sky130_fd_sc_hd__a21oi_1             31      31
sky130_fd_sc_hd__inv_1               53      53
sky130_fd_sc_hd__nand2_1             31      31
sky130_fd_sc_hd__a2111oi_0            5       5
sky130_fd_sc_hd__o21ai_0             29      29
sky130_fd_sc_hd__clkdlybuf4s50_1      0      35
sky130_fd_sc_hd__nor2_1              33      33
sky130_fd_sc_hd__xor2_1              11      11
sky130_fd_sc_hd__ha_1                17      17
sky130_fd_sc_hd__clkbuf_8             0       5
sky130_fd_sc_hd__nor2b_1              6       6
sky130_fd_sc_hd__buf_4                2       6
sky130_fd_sc_hd__nor3b_1              5       5
sky130_fd_sc_hd__nor3_1               6       6
sky130_fd_sc_hd__dfrtp_1             37      37
## power groups by stage
stage | clock, mW | sequential (mW) | combinational [mW]
5_1_grt | 0.213 | 0.323 | 0.558
4_1_cts | 0.203 | 0.321 | 0.491
6_report | 0.196 | 0.321 | 0.489
## cells by family after synthesis
| family | count (synthesis) |
|---|---|
| compound gates | 130 |
| xor+xnor | 23 |
| fa+ha+maj | 40 |
| buf+inv | 86 |
| flops | 37 |
| mux | 2 |
| simple gates | 106 |
## layer usage
metal	vias up	global-route usage	wire, µm
li1	1509	-	-
met1	1359	0.326	4050
met2	111	0.306	3640
met3	14	0.0177	506
met4	0	0.0435	206
met5	-	0	0
Power is estimated from default activity; no workload was simulated.
